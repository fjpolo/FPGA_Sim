--- design/flow/design.v ---
module first_counter (
			clock , 		 
			reset , 		 
			enable , 		 
			counter_out 		 
);  
input clock ;
input reset ;
input enable ;
output [3:0] counter_out ;		 
wire clock ;
wire reset ;
wire enable ;
reg [3:0] counter_out ;
always @ (posedge clock)
begin : COUNTER 			 
  if (reset == 1'b1) begin
    counter_out <= #1 4'b0000;		 
  end
  else if (enable == 1'b1) begin
    counter_out <= #1 counter_out + 1;	 
  end
end  
endmodule  
--- design/flow/constraint.sdc ---
current_design first_counter

set clk_period 1.1
set clk_io_pct 0.2

create_clock -name clk0 -period $clk_period [get_ports {clock}]

set non_clock_inputs [all_inputs -no_clocks]
set_input_delay [expr $clk_period * $clk_io_pct] -clock clk0 $non_clock_inputs
set_output_delay [expr $clk_period * $clk_io_pct] -clock clk0 [all_outputs]
--- design/flow/run.sh ---
#!/bin/bash
# OpenROAD 26Q1-2900-gdf79404cd8, Yosys 0.63+post, stock flow scripts
make -C /OpenROAD-flow-scripts/flow DESIGN_CONFIG=/design/flow/config.mk WORK_HOME=/design/flow/orfs finish
--- design/flow/config.mk ---
export PLATFORM = sky130hd
export DESIGN_NAME = first_counter
export DESIGN_NICKNAME = first_counter
export VERILOG_FILES = /design/flow/design.v
export SDC_FILE = /design/flow/constraint.sdc
export NUM_CORES = 4
export LEC_CHECK = 1
export CORE_AREA = 10 10 70 70
export DIE_AREA = 0 0 80 80
==> flow_results.xml <==
<?xml version="1.0" encoding="UTF-8"?>
<metrics>
  <group name="worst_setup_path">
    <metric name="max_stage_delay" unit="ps">510</metric>
    <metric name="worstPathMaxFanout" unit="">4</metric>
    <metric name="cp_required" unit="ps">1210</metric>
    <metric name="critical_path.startpoint_type" unit="">input pin</metric>
    <metric name="crit_chain" unit="">clkdlybuf4s50_1 -&gt; buf_4 -&gt; mux2i_1 -&gt; nor2_1</metric>
    <metric name="critical_path_arrival" unit="ps">1130</metric>
    <metric name="cp_slowest_cell" unit="">sky130_fd_sc_hd__clkdlybuf4s50_1</metric>
    <metric name="crit_type" unit="">input pin to flip-flop</metric>
    <metric name="critPathCaptureType" unit="">flip-flop</metric>
  </group>
  <group name="die">
    <metric name="die_w" unit="um">80</metric>
    <metric name="die_h" unit="um">80</metric>
    <metric name="rows" unit="">21</metric>
    <metric name="fp-utilization" unit="%">5.238</metric>
    <metric name="core-area" unit="mm2">0.003416</metric>
    <metric name="ioPinCount" unit="">7</metric>
    <metric name="dieArea" unit="mm2">0.006400</metric>
  </group>
  <group name="grt">
    <metric name="global_route_wire_length_before_repair" unit="um">834</metric>
    <metric name="first_global_vias" unit="">197</metric>
    <metric name="grt_max_degree" unit="">5</metric>
    <metric name="grt.total_usage" unit="%">1.737</metric>
    <metric name="antenna_found_initial" unit="">0</metric>
    <metric name="grt-ovfl-total" unit="">0</metric>
  </group>
  <group name="logic_synthesis">
    <metric name="synth_flops" unit="">4</metric>
    <metric name="aoi_share" unit="%">8.392</metric>
    <metric name="synth_xor_xnor_area_share" unit="%">4.895</metric>
    <metric name="yosys.area.top_type" unit="">sky130_fd_sc_hd__dfxtp_1</metric>
    <metric name="yosysChipArea" unit="um2">178.9</metric>
    <metric name="portion_of_netlist_area_occupied_by_mux_cells" unit="%">13.99</metric>
    <metric name="ys_types" unit="">11</metric>
    <metric name="post_synth_and_or_nand_nor_area_fraction" unit="%">20.98</metric>
    <metric name="yosys.area_share.adder" unit="%">6.993</metric>
    <metric name="postSynthSeqShare" unit="%">44.76</metric>
    <metric name="post_synth_main_logic_family" unit="">simple AND/OR/NAND/NOR gates</metric>
    <metric name="netlist.area_leader.share" unit="%">44.76</metric>
    <metric name="postSynthAreaPerCell" unit="um2">11.18</metric>
    <metric name="synth.top_cells.by_area" unit="">sky130_fd_sc_hd__dfxtp_1 45%, sky130_fd_sc_hd__mux2_4 8.4%, sky130_fd_sc_hd__ha_1 7.0%</metric>
    <metric name="netlist_area" unit="um2">178.9</metric>
    <metric name="synthesis.instances" unit="">16</metric>
    <metric name="synthesis.yosys.warnings" unit="">1</metric>
    <metric name="yosysCellCount" unit="">16</metric>
  </group>
  <group name="power">
    <metric name="power.internal" unit="mW">0.3189</metric>
    <metric name="netSwitchingFraction" unit="%">21.02</metric>
    <metric name="seqPwrFrac" unit="%">39.5</metric>
    <metric name="peakVddDrop" unit="mV">0.3207</metric>
    <metric name="standby_leakage_power" unit="nW">0.1622</metric>
    <metric name="power_frac_clock" unit="%">43.2</metric>
    <metric name="power_per_cell_area" unit="mW/mm2">1094</metric>
    <metric name="power.switching" unit="mW">0.08488</metric>
    <metric name="p_comb_share" unit="%">17.3</metric>
  </group>
  <group name="clock_network">
    <metric name="postCtsSetupBuffers" unit="">0</metric>
    <metric name="cts.reportedPaths.clkPinSlew" unit="ps">40</metric>
    <metric name="clock_tree_from_tritoncts" unit="">yes</metric>
    <metric name="clk_root_buffer_cell" unit="">sky130_fd_sc_hd__clkbuf_4</metric>
    <metric name="cts_sinks" unit="">4</metric>
    <metric name="number_of_clock_buffers_inserted_by_tritoncts" unit="">3</metric>
    <metric name="cts-hold-fix-buffers" unit="">0</metric>
    <metric name="clkLatencyLatePin" unit="ps">230</metric>
    <metric name="max_h_tree_level" unit="">1</metric>
    <metric name="clock_tree.buffer_depth" unit="">2</metric>
  </group>
  <group name="run">
    <metric name="stage_log_warnings" unit="">25</metric>
    <metric name="drv_cap" unit="">0</metric>
  </group>
  <group name="final_timing">
    <metric name="period_minus_slack" unit="ps">1018</metric>
    <metric name="fin_hold_ws" unit="ps">576.7</metric>
    <metric name="fmax_achieved" unit="GHz">0.9819</metric>
    <metric name="grt_setup_unrepaired" unit="">no</metric>
    <metric name="post-route-period-util" unit="%">92.59</metric>
    <metric name="report.final.hold_viol_count" unit="">0</metric>
    <metric name="report.final.setup_viol" unit="">0</metric>
    <metric name="timing.max_slew.rel_slack" unit="%">91.29</metric>
    <metric name="finalMaxSlewViolations" unit="">0</metric>
    <metric name="worst_slew_pin_tran" unit="ps">126.9</metric>
    <metric name="finalClockSkew" unit="ps">0.5492</metric>
  </group>
  <group name="route">
    <metric name="vias_per_cell" unit="">2.211</metric>
    <metric name="firstDrtPassIters" unit="">2</metric>
    <metric name="via_count_of_the_routed_design" unit="">168</metric>
    <metric name="routed_wire_length" unit="um">512</metric>
    <metric name="routedWlPerCell" unit="um">6.737</metric>
    <metric name="drc" unit="">0</metric>
    <metric name="detailedRoute.firstIterationViolations" unit="">7</metric>
    <metric name="drt.antenna.violating_nets" unit="">0</metric>
    <metric name="detail_route.antenna_diodes" unit="">0</metric>
  </group>
  <group name="cells_and_area">
    <metric name="largest_register_ffs" unit="">4</metric>
    <metric name="largest-register" unit="">counter_out</metric>
    <metric name="regs_by_ff_count" unit="">counter_out: 4 flops</metric>
    <metric name="stdcell_count" unit="">76</metric>
    <metric name="drive_gt1_share" unit="%">53.33</metric>
    <metric name="post-route-util" unit="%">10.81</metric>
    <metric name="post-route-cell-area" unit="um2">369.1</metric>
    <metric name="nFillCells" unit="">400</metric>
    <metric name="syn2layout_area_growth" unit="%">106.3</metric>
  </group>
  <group name="placed_design">
    <metric name="postPlaceCellArea" unit="um2">334.1</metric>
    <metric name="post-place-cells" unit="">73</metric>
    <metric name="io_buffer_count" unit="">6</metric>
    <metric name="place.gp.congestion" unit="">0.6757</metric>
  </group>
  <group name="min_path">
    <metric name="hp-class" unit="">flip-flop to flip-flop</metric>
  </group>
  <group name="status">
    <metric name="outcome" unit="">completed</metric>
  </group>
</metrics>
## through the flow
step	worst slack (ps)	setup TNS (ps)	total power, mW
floorplan	212.6	0	0.1795
global placement	-163.7	-481.5	0.2275
detailed placement	-155.3	-482.7	0.2289
CTS	51.48	0	0.4074
global route	40.57	0	0.4339
finish	81.55	0	0.4037
## what timing repair did
item / in CTS / in global routing
resized: 8 / 1
pin swaps: 0 / 1
setup endpoints to repair: 4 / 1
hold endpoints to repair: 0 / 0
## power groups by stage
| stage | clock network [mW] | registers, mW | logic [mW] |
|---|---|---|---|
| CTS | 0.183 | 0.160 | 0.0641 |
| global route | 0.195 | 0.161 | 0.0771 |
| finish | 0.174 | 0.160 | 0.0698 |
## per-layer routing
metal	GRT usage (%)	wire, um	vias up
met3	2.045	75	0
met1	2.193	253	76
li1	-	-	85
met5	0	0	-
met2	1.766	183	7
met4	0.3521	0	0
## cell usage after synthesis, drive strengths merged
cell,n
nand3b,1
ha,1
a21bo,1
xnor2,1
a21oi,1
nor2,3
dfxtp,4
nor2b,1
mux2i,1
mux2,1
nand4,1
## worst paths after layout
path	from	to	slack (ps)	cells past startpoint
worst min-delay path	counter_out[3]	counter_out[3]	580	2
worst min register to register	counter_out[3]	counter_out[3]	580	2
worst max-delay path	enable	counter_out[1]	80	4
worst max register to register	counter_out[0]	counter_out[1]	100	4
## cells in the final DEF (no fill, tap or decap), types with 2 or more instances in the layout
| cell type | n |
|---|---|
| sky130_fd_sc_hd__nor2_1 | 3 |
| sky130_fd_sc_hd__buf_4 | 5 |
| sky130_fd_sc_hd__clkdlybuf4s50_1 | 2 |
| sky130_fd_sc_hd__clkbuf_4 | 3 |
| sky130_fd_sc_hd__dfxtp_2 | 4 |
| sky130_fd_sc_hd__dlygate4sd2_1 | 4 |
## layout make-up
class                           instances  area, um2  area share, %
Clock buffer                            3      22.52          6.102
Multi-Input combinational cell         12      111.4          30.17
Timing Repair Buffer                   11      92.59          25.08
Tap cell                               46      57.56          15.59
Sequential cell                         4      85.08          23.05
## cell families (layout without fill, tap and decap cells)
family | count (synthesis) | count (layout)
simple gates | 6 | 6
xor+xnor | 1 | 1
mux | 2 | 2
fa+ha+maj | 1 | 1
buf+inv | 0 | 14
flops | 4 | 4
compound gates | 2 | 2
## critical path: cells and delay by family
kind | cells | cell delay, ps
buffers and inverters | 2 | 660
muxes | 1 | 180
and+or+nand+nor | 1 | 70
Power is estimated from default activity; no workload was simulated.
